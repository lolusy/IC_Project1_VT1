## ./run.sh

```bash
#!/bin/bash
# OpenROAD 26Q1-2900-gdf79404cd8, Yosys 0.63+post, stock flow scripts
make -C /OpenROAD-flow-scripts/flow DESIGN_CONFIG=/design/flow/config.mk WORK_HOME=/design/flow/orfs finish
```

## ./config.mk

```make
export PLATFORM = sky130hd
export DESIGN_NAME = MM_control
export DESIGN_NICKNAME = MM_control
export VERILOG_FILES = /design/flow/design.v
export SDC_FILE = /design/flow/constraint.sdc
export NUM_CORES = 4
export LEC_CHECK = 1
export CORE_AREA = 10 10 80 80
export DIE_AREA = 0 0 90 90
```

## ./constraint.sdc

```tcl
current_design MM_control

set clk_period 1.1
set clk_io_pct 0.2

create_clock -name clk0 -period $clk_period [get_ports {clk}]

set non_clock_inputs [all_inputs -no_clocks]
set_input_delay [expr $clk_period * $clk_io_pct] -clock clk0 $non_clock_inputs
set_output_delay [expr $clk_period * $clk_io_pct] -clock clk0 [all_outputs]
```

## ./design.v

```verilog
module MM_control (input  Start, clk, rst,
		   output reg result_en, control,
                   output reg [3:0] addr_x, addr_A, addr_P);
   parameter 		  idle = 2'b00, op_addr = 2'b01, op_wp = 2'b10;
   reg [1:0] 		  state, next_state;
   reg [3:0] 		  r, r_next, nn, nn_next;
   always@(posedge clk)
     if(rst) begin
       state <= idle;
       r <= 4'h0;
       nn <= 4'h0;
     end
     else begin
       state <= next_state;
       r <= r_next;
       nn <= nn_next;
     end
   always@(state, Start, r, nn) begin
    case(state)
      idle:
	begin
	result_en = 0;
	r_next = 4'h0;
        nn_next = 4'h0;
        if(Start) begin 
          next_state = op_addr; end
        else next_state = idle;
	end
      op_addr:
	begin
	   addr_x = (nn[3:2] << 1) + (nn[3:2] << 2) + r;
           addr_A = (r << 2) + nn[1:0];
           addr_P = nn;
           r_next = r + 1;
	   result_en = 0;
	if(r==5) begin
	   next_state = op_wp;
	   r_next = 4'h0;
	   control = 0;
	end
	else begin
	   next_state = op_addr;
	   control = 1;
	end
	end  
      op_wp:
	begin
	   result_en = 1;
	   nn_next = nn + 1;
	if(nn==15) begin
	   next_state = idle;
	end
	else begin
	   next_state = op_addr;
	end
	end  
      default: begin next_state = idle;
      end
    endcase  
   end  
endmodule  
```

==> notes.org <==
#+TITLE: Synthesis and PnR summary

** Die
- In the floorplan report the effective utilization is between 10% and 20%.
- Measured along the x axis, the die boundary spans 90 um.
- In this run the core area contains 25 standard-cell rows.
- DIE HEIGHT :: 90 um
- 17 I/O pins were placed.
- Per the OpenROAD floorplan log, the area of the die is 8100 um2.
- Std-Cell Core Area :: 4723 um2

** Outcome
- The flow ran to the end, and the final reports show no timing, DRC or antenna violations.

** Power
- Switch share :: 20.44%
- Total internal power :: just over 0.0007 W
- After layout, the design draws a total of 0.0009125 W.
- Share of power burned in registers :: around half
- Clock group share of total power :: 43.8%
- Areal power density over the cells :: roughly 760 nW/um2
- Total net switching power :: 0.0001865 W
- Per report_power, the combinational group accounts for 6.7% of the total.
- Static leakage :: 0.5107 nW
- Per the power-grid run, VDD falls by no more than between 0.0002 and 0.0003 V.

** Clock tree
- The clock passes through at most 2 buffers.
- Clock root buffer :: sky130_fd_sc_hd__clkbuf_8
- As reported, the later end of the worst-skew pair has a clock insertion delay of 0.23 ns.
- After clock tree synthesis, the setup repair step added 0 buffers.
- TritonCTS created 3 clock buffers.
- TritonCTS built the clock tree.
- On the reported timing paths, the clock transition at the registers reads 0.05 ns.
- Number of levels the H-tree was split into :: 1

** Drt
- Total via count in the routed design :: 559
- Total detailed-routing wirelength :: 1619 um
- The pre-antenna-repair detailed-routing pass consisted of 4 iterations.
- In this run the remaining antenna-violating nets after routing total 0.
- The detailed router finished its first iteration with 30 violations.
- The script logs the ratio of routed vias to standard cells as about 3.3.
- In the routed design, unresolved DRC markers number 0.
- # diodes :: 0
- Routed wirelength normalized by instance count :: 9.413 um

** Logic synthesis
- Per the synthesis report, the AND-OR/OR-AND share of the synthesized area is 2.966%.
- Per the synthesis report, the adder-cell share of the synthesized area is 9.322%.
- Largest combinational cell category by area :: simple AND/OR/NAND/NOR gates
- Post-synthesis register bit count :: 30
- Post-synthesis, Yosys gives the total cell area as 885.8 um2.
- Avg Cell Area, Syn :: 10.67 um2
- The synthesized netlist devotes 17.66% of its cell area to simple gates.
- The warning tally printed by Yosys for this design is 1.
- Of the total synthesized cell area, the portion taken by XOR and XNOR cells is 6.921%.
- Synthesis handed over a netlist of 83 instances.
- Multiplexer share of the synthesized area :: 0%
- Count of cell types in the netlist :: 24
- In the Yosys report the total cell count is 83.
- In this run the cell area of the synthesized design comes to slightly below 900 um2.

** Final timing
- Register pins left without a clock :: 19
- Max-slew headroom :: 84.94%
- The transition time recorded at the tightest slew-check pin is roughly 0.23 ns.
- Post-route clock skew :: 0.002878 ns
- Post-layout period usage of the worst path :: 94.21%
- Counting I/O delays and the setup requirement, the final critical path takes 1.036 ns.
- Setup repair after global routing left no endpoint under its margin.
- The final max-slew violation count recorded for this run is 0.
- Hold-check failures listed in the final report amount to 0.
- Per the timing report, the achievable frequency comes out to slightly below 1000 MHz.
- Final setup fails :: 0
- 33 endpoints have no timing constraint.

** Layout
- Ranking logic cells in the layout by count gives the top entries sky130_fd_sc_hd__clkdlybuf4s50_1 (16), sky130_fd_sc_hd__dfxtp_1 (11), sky130_fd_sc_hd__dlxtp_1 (10).
- Top cell excl fill/tap :: sky130_fd_sc_hd__clkdlybuf4s50_1
- Between the synthesized netlist and the finished layout, the area growth was recorded as 35.17%.
- Per the final layout report, the fraction of cells sized above drive strength 1 comes to 15.24%.
- For the completed layout, the total cell area is recorded as approximately 1200 um2.
- The post-route utilization of the core is recorded as 25.35%.

** Critical path
- The report shows a maximum critical-path fanout of 3.
- Required time of the critical path :: between 1 and 1.5 ns
- Setup crit start kind :: register
- Worst setup path category :: register to register
- Data arrives at the worst endpoint at 1.16 ns.
- Critical path endpoint category :: register

** GRT
- Via count of the first global-routing pass :: approximately 520
- The first global-routing pass estimated between 2000 and 3000 um of wire.
- GRT Total Usage :: under 10%
- The initial antenna violation count was 0.
- Largest net degree at the start of global routing :: 12
- Per the GRT congestion report, total overflow comes to 0.

** Place
- Area after DPL :: 1147 um2
- Input/output buffers :: 16
- Post-DP HPWL :: 1297 um
- Per the gpl log, the routability congestion estimate is 0.7462.

** Min path
- The worst hold path belongs to the class register to register.

** Run
- Across all stage logs, warnings added up to 26.
- Number of max-cap violations :: 0
Yosys cell counts:
library cell | count | area [um2]
sky130_fd_sc_hd__a21oi_1 | 1 | 5.000
sky130_fd_sc_hd__a21oi_2 | 1 | 8.760
sky130_fd_sc_hd__a22oi_1 | 1 | 7.510
sky130_fd_sc_hd__and2_1 | 1 | 6.260
sky130_fd_sc_hd__buf_4 | 3 | 22.52
sky130_fd_sc_hd__clkbuf_2 | 1 | 5.000
sky130_fd_sc_hd__dfxtp_1 | 11 | 220.2
sky130_fd_sc_hd__dlxtn_1 | 9 | 135.1
sky130_fd_sc_hd__dlxtp_1 | 10 | 150.1
sky130_fd_sc_hd__fa_1 | 1 | 20.02
sky130_fd_sc_hd__ha_1 | 5 | 62.56
sky130_fd_sc_hd__inv_1 | 7 | 26.28
sky130_fd_sc_hd__nand2_2 | 1 | 6.260
sky130_fd_sc_hd__nand3_1 | 2 | 10.01
sky130_fd_sc_hd__nand3_2 | 1 | 10.01
sky130_fd_sc_hd__nand3b_4 | 1 | 20.02
sky130_fd_sc_hd__nor2_1 | 8 | 30.03
sky130_fd_sc_hd__nor2_2 | 1 | 6.260
sky130_fd_sc_hd__nor2b_1 | 8 | 50.05
sky130_fd_sc_hd__nor3_1 | 1 | 5.000
sky130_fd_sc_hd__nor3b_2 | 1 | 12.51
sky130_fd_sc_hd__o21ai_0 | 1 | 5.000
sky130_fd_sc_hd__xnor2_1 | 6 | 52.55
sky130_fd_sc_hd__xor2_1 | 1 | 8.760
state kept, by name, indices dropped and copies added (netlist names):
signal     flops
addr_A         3
addr_P         2
addr_x         4
control        1
nn             4
nn_next        4
r              4
r_next         4
result_en      1
state          3
power groups by stage:
stage         registers, W  logic (W)  clock network (W)
CTS               0.000451  0.0000615           0.000412
global route      0.000452  0.0000693           0.000436
finish            0.000452  0.0000615           0.000400
stage by stage:
stage                     TNS (ns)  setup slack (ns)  instances  hold WS [ns]
final                            0           0.06370        172        0.5184
after global routing             0           0.02687        172        0.5456
after CTS                        0           0.04614        172        0.5245
after detailed placement   -0.1336          -0.02182        168        0.5191
after global placement    -0.09910          -0.01414        168        0.5165
after floorplan                  0            0.1146         83        0.2916
path summary, 6_finish.rpt:
| path | start | to | slack, ns | depth (start not counted) |
|---|---|---|---|---|
| worst max-delay path | nn[1]$_SDFF_PP0_ | state[2]$_DFF_P_ | 0.06 | 4 |
| worst min-delay path | state[2]$_DFF_P_ | state[1]$_DFF_P_ | 0.52 | 1 |
| worst max register to register | nn[1]$_SDFF_PP0_ | state[2]$_DFF_P_ | 0.06 | 4 |
| worst min register to register | state[2]$_DFF_P_ | state[1]$_DFF_P_ | 0.52 | 1 |
metal layers:
layer / global-route usage (%) / share of wire [%] / up-vias
met5: 0 / 0 / -
met4: 1.194 / 2.2 / 0
met3: 0.8382 / 4.2 / 2
met2: 5.266 / 40 / 14
met1: 5.648 / 54 / 247
li1: - / - / 296
cell families after synthesis:
| kind of cell | count (synthesis) |
|---|---|
| adders and majority gates | 6 |
| DFF | 11 |
| and+or+nand+nor | 25 |
| buffers and inverters | 11 |
| xor gates and xnor gates | 7 |
| latches | 19 |
| AOI/OAI and AO/OA | 4 |
final cells by class:
class / count / area (um2)
fill: 474 / 3526
sequential: 30 / 505.5
multi-input combinational: 42 / 331.6
timing repair buffer: 22 / 205.2
tap: 67 / 83.83
clock buffer: 4 / 45.04
inverter: 7 / 26.28
worst max-delay path, cell delays in order (launching register included):
cell	delay, ns
sky130_fd_sc_hd__dfxtp_1	0.34
sky130_fd_sc_hd__ha_1	0.20
sky130_fd_sc_hd__nand3_1	0.15
sky130_fd_sc_hd__a22oi_2	0.17
sky130_fd_sc_hd__a21oi_2	0.07
repair_timing:
action | CTS | global route
hold buffers | 0 | 0
setup endpoints to repair | 0 | 1
gates resized | 0 | 1
Power figures rest on the tool's default switching activity, not on a simulated workload.
